### ./config.mk
export PLATFORM = sky130hd
export DESIGN_NAME = VM
export DESIGN_NICKNAME = VM
export VERILOG_FILES = /design/flow/design.v
export SDC_FILE = /design/flow/constraint.sdc
export NUM_CORES = 4
export LEC_CHECK = 1
export CORE_AREA = 10 10 114 114
export DIE_AREA = 0 0 124 124
### ./constraint.sdc
current_design VM

set clk_period 2.1
set clk_io_pct 0.2

create_clock -name clk0 -period $clk_period [get_ports {clock}]

set non_clock_inputs [all_inputs -no_clocks]
set_input_delay [expr $clk_period * $clk_io_pct] -clock clk0 $non_clock_inputs
set_output_delay [expr $clk_period * $clk_io_pct] -clock clk0 [all_outputs]
### ./design.v
module VM( coin, X, reset, clock, B_drink, r_Coin, O_drink,P_drink ) ;
  input [15:0] coin ;                     
  input clock,reset ;
  reg [15:0] money ;                      
  input  X ;                               
  input  [5:0] B_drink ;              
  output reg [5:0] O_drink,P_drink ;              
  output reg [15:0] r_Coin ;
	 parameter S0 = 3'd0 ,                   
            S1 = 3'd1 ,                   
            S2 = 3'd2 ,                   
            S3 = 3'd3 ;                   
  parameter A  = 6'd10 ,                  
            B  = 6'd15 ,                  
            C  = 6'd20 ,                  
            D  = 6'd25 ,                  
			O  = 6'd0  ;                  
  reg  enough, enoughMin ;                           
  reg [2:0] state ;
  reg [2:0] next_state ;
  initial 
    begin
	  money = 0 ;
	  O_drink = 0 ;
	  P_drink = 0 ;
	  r_Coin = 0 ;
	  enough = 0 ;
	  state = S0 ;
	  next_state = S0 ;
	end
  always @( posedge clock )               
    begin
      if ( reset )                        
	    state <= S3 ;
	  else 
	    state <= next_state ;
    end 
  always @ ( state or coin or money or B_drink ) 
    begin 
	  case ( state ) 
	    S0:                                        
		  begin 
		    r_Coin = 0 ;                           
		    money = money + coin ;                 
		  end
		S1:                                         
		   begin 
		    if ( money >= D ) P_drink = D ;       
		    else if ( money >= C ) P_drink = C ;  
			else if ( money >= B ) P_drink = B ;  
			else if ( money >= A ) P_drink = A ;  
            else  P_drink = O ;			       			
		   end 
		S2:
		   begin
		     if ( P_drink >= B_drink ) O_drink = P_drink ;
			 else  O_drink = 0 ;
		   end
		S3:
		   begin   
		     if ( O_drink != 0 )r_Coin = money - B_drink ;
			 else  r_Coin = money ;
             P_drink = 0 ;
             O_drink = 0 ;
             money = 0 ; 			 
		   end 
		endcase
	end 
  always @ ( state or enough or B_drink  or coin or enoughMin )
    begin
	  case ( state )
	    S0:
           begin 
		     if ( money > 16'd10 )    next_state = S1 ;
			 else             next_state = S0 ;
           end 		   
		S1:
		   begin 
		     if (  B_drink != 0 )  next_state = S2 ;   
			 else             next_state = S0 ;
		   end 
		S2:   next_state = S3 ;
		S3:   next_state = S0 ;
		default :
		  next_state = S0 ;
		endcase
    end	
endmodule  
### ./run.sh
#!/bin/bash
# OpenROAD 26Q1-2900-gdf79404cd8, Yosys 0.63+post, stock flow scripts
make -C /OpenROAD-flow-scripts/flow DESIGN_CONFIG=/design/flow/config.mk WORK_HOME=/design/flow/orfs finish
==> run_results.csv <==
group,metric,value,unit
outcome,status,"complete, no violations",
synthesis,synth_area,2520,um^2
final_timing,unclocked_regs,42,
synthesis,edf_count,0,
worst_setup_path,r2r-start,"state[1]",
grt,grt_pass1_wl,10.8,mm
finish,stdcell_count,494,
grt,antenna_found_initial,0,
drt,drt-vias-per-instance,4.81,
finish,finish.utilization,0.307,
synthesis,syn_avg_cell_area,8.10,um^2
clock_tree,clkTransAtPathRegs,0.03,ns
synthesis,ys_ff,44,
synthesis,synth_warnings,17,
drt,wl,6.60,mm
final_timing,fin_crit,1.75,ns
final_timing,slew_violations,0,
finish,design_area,3200,um^2
final_timing,untimed_endpoints,68,
placed_design,placed_cell_area,3160,um^2
final_timing,clock_skew,0.00284,ns
clock_tree,cts_resized,0,
die,die_w,124,um
synthesis,yosysUniqueCellTypes,60,
clock_tree,clockBufferDepth,2,
placed_design,routabilityCongestion,0.882,
final_timing,slew_headroom,0.608,
finish,drive_gt1_frac,0.0335,
die,core,10400,um^2
drt,wl_per_cell,13.4,um
worst_setup_path,worstPathMaxFanout,2,
synthesis,synth_top_cell_by_area,"dlxtn_1",
final_timing,hold_viol_final,0,
power_and_ir_drop,ir_worst_vdd,0.160,mV
flow_run,maxCapViolations,0,
drt,firstDrtPassIters,5,
power_and_ir_drop,p_leak,1.37,nW
drt,antenna_cells,0,
grt,globalRouteOverflowTotal,0,
synthesis,synth.top_cell.area_share,0.250,
drt,ant_nets,0,
grt,grtUsageTotal,0.0846,
synthesis,yosys-top-cells-count,"dlxtn_1, ha_1, nor2_1, a21oi_1",
clock_tree,cts_buffers,3,
worst_setup_path,critical_path_class,"input port to register",
final_timing,rsz0062_at_grt,"false",
final_timing,tightest_slew,0.585,ns
synthesis,syn_inst,311,
synthesis,top_cells_by_area,"dlxtn_1, ha_1, a21oi_1, nor2_1, a21o_1",
synthesis,ys.flop_type,"dlxtn_1",
worst_setup_path,endpoint_kind,"register",
final_timing,timing.fmax,572,MHz
placed_design,port_buffers,49,
drt,drcViolationCount,0,
clock_tree,clk-insertion-delay-late,0.21,ns
worst_setup_path,crit_path_start,"B_drink[5]",
grt,grt_pass1_vias,2257,
drt,drt_iter0_drc,95,
worst_setup_path,crit_arrival,1.83,ns
final_timing,finalSetupTns,0,ns
final_timing,fin_ws,0.351,ns
synthesis,ys_cells,311,
final_timing,setup_viol,0,
die,initial_core_util,0.242,
clock_tree,tritoncts,"done",
clock_tree,cts_max_level,1,
placed_design,pre_cts_ws,0.117,ns
die,chipArea,15400,um^2
drt,via_count,2374,
min_path,min_path_type,"register to register",
finish,syn_to_final_growth,26.9,%
synthesis,async_flop_share,0,
placed_design,dp_cells,491,
die,die_h,124,um
die,ios,53,
placed_design,dp_hpwl,5.45,mm
grt,grt_max_degree,33,
clock_tree,cts_hold_buf,0,
power_and_ir_drop,p_per_area,389,nW/um^2
worst_setup_path,cp-start-kind,"input port",
worst_setup_path,cp.required,2.18,ns
clock_tree,root_buffer,"clkbuf_8",
min_path,hp-start,"state[1]",
synthesis,ys_chip_area,2520,um^2
clock_tree,postCtsSetupBuffers,0,
synthesis,top_cell,"dlxtn_1",
die,placementRows,37,
flow_run,warning_count,29,
final_timing,fin_crit_sh,0.833,
cell families (layout without fill, tap and decap cells):
kind of cell             count (synthesis)  in the layout  share of synthesized area
flip-flops                               2              2                     0.0159
multiplexers                             7              7                     0.0303
AND-OR/OR-AND                           90             90                      0.241
AND/OR/NAND/NOR                        101            101                      0.214
buffers and inverters                   25             71                     0.0437
other                                    1              2                    0.00149
XOR/XNOR                                11             11                     0.0383
adder cells (fa/ha/maj)                 32             32                      0.165
latches                                 42             42                      0.250
worst paths after layout:
kind / cells after the start / slack [ns] / endpoint
hold reg to reg: 2 / 0.55 / state[0]
setup / recovery: 4 / 0.35 / state[1]
hold / removal: 2 / 0.55 / state[0]
setup reg to reg: 4 / 1.08 / state[1]
through the flow:
step                      hold slack (ns)  power, mW
final                               0.553       1.24
after detailed placement            0.547       1.09
after global placement              0.507       1.08
after floorplan                     0.493      0.841
after CTS                           0.560       1.26
after global routing                0.604       1.37
power by group:
group          internal [mW]  switching (mW)
Clock                  0.121          0.0288
Combinational          0.369           0.418
Sequential             0.232          0.0729
Total                  0.722           0.520
worst max-delay path, stage by stage:
cell and delay [ns]:
clkdlybuf4s50_1 0.41, or4_1 0.54, o311ai_0 0.37, nand2_1 0.09
sequential cells by signal, indices dropped and copies added, names as in the netlist:
signal,count
P_drink,5
O_drink,5
r_Coin,16
money,16
state,2
layer usage:
| layer | GRT usage | part of all wire | up-vias | routed length, um |
|---|---|---|---|---|
| met5 | 0 | 0 | - | 0 |
| met2 | 0.148 | 0.49 | 38 | 3250 |
| li1 | - | - | 1241 | - |
| met4 | 0.00216 | 0 | 0 | 0 |
| met1 | 0.116 | 0.47 | 1095 | 3130 |
| met3 | 0.0106 | 0.034 | 0 | 222 |
layout make-up:
class / count / area, um^2
clock buffer: 3 / 41.3
tap: 136 / 170
fill: 1106 / 7220
inverter: 16 / 60.1
timing repair buffer: 52 / 513
multi-input combinational: 243 / 1740
sequential: 44 / 671
cells in the final DEF (no fill, tap or decap), drive strengths merged, types with 4 or more instances in the layout:
cell / instances
nand3: 5
xor2: 5
nor3: 9
dlxtn: 42
a211oi: 7
o21ai: 14
nand2b: 4
or4: 4
mux2: 5
a21oi: 24
nand2: 15
nor2: 29
or3: 7
a21o: 12
clkdlybuf4s50: 49
a31oi: 5
ha: 30
inv: 15
nor2b: 8
xnor2: 6
o31ai: 5
nor3b: 5
nand4: 4
No activity file was given, so power comes from the tool's default toggle rates.
