==> design.v <==
module auto_Seller( clk, reset, in_coin, in_choose, 
					out_nowMoney, out_canbuy, out_drink, out_coin );
input clk, reset ;
input[5:0] in_coin ;  
input[2:0] in_choose ;  
output reg[7:0] out_nowMoney ;  
output reg [2:0] out_canbuy, out_drink ;   
output reg [7:0] out_coin ;  
parameter S0 = 2'd0,  
		  S1 = 2'd1,  
		  S2 = 2'd2,  
		  S3 = 2'd3;  
reg[2:0] choose ;
reg[1:0] state, next_state ;
reg[7:0] nowMoney ;
initial begin  
	state <= S0 ;
	next_state <= S0 ;
	nowMoney <= 6'd0 ;
	choose <= 3'd0 ;
	out_nowMoney <= 8'd0 ;
	out_canbuy <= 3'd0 ;
	out_drink <= 3'd0 ;
	out_coin <= 6'd0 ;
end
always @(posedge clk or posedge reset) 
begin
	if(reset)
		state <= S3 ;
	else
		state <= next_state ;
end
always @(state)  
begin
	case (state)
		S0: out_coin = 6'd0 ;
		S1: if (nowMoney >= 8'd25) out_canbuy = 3'b100 ;  
			else if (nowMoney >= 8'd20) out_canbuy = 3'b011 ;  
			else if (nowMoney >= 8'd15) out_canbuy = 3'b010 ;  
			else if (nowMoney >= 8'd10) out_canbuy = 3'b001 ;  
			else out_canbuy = 3'b000 ;
		S2: if (choose == 3'b100) out_drink = 3'b100 ;  
			else if (choose == 3'b011) out_drink = 3'b011 ;  
			else if (choose == 3'b010) out_drink = 3'b010 ;  
			else if (choose == 3'b001) out_drink = 3'b001 ;  
			else out_drink = 3'b000 ;
		S3: begin
				if (choose == 3'b100) nowMoney = nowMoney - 6'd25 ;  
				else if (choose == 3'b011) nowMoney = nowMoney - 6'd20 ;  
				else if (choose == 3'b010) nowMoney = nowMoney - 6'd15 ;  
				else if (choose == 3'b001) nowMoney = nowMoney - 6'd10 ;  
				out_canbuy = 3'd0 ;
				out_drink = 3'b000 ;
				out_coin = nowMoney ;
				nowMoney = 8'd0 ;
				out_nowMoney = nowMoney ;
			end
	endcase
end
always @(state or in_coin or in_choose)  
begin
	case (state)
		S0: begin
				nowMoney = nowMoney + in_coin ;
				out_nowMoney = nowMoney ;
				if(nowMoney >= 8'd10) next_state = S1 ;
				else next_state = S0 ;
			end
		S1: begin
				choose = in_choose ;
				if(choose != 3'd0) next_state = S2 ;
				else next_state = S0 ;
			end
		S2: next_state = S3 ; 
		S3: next_state = S0 ;
		default: next_state = S0 ;
	endcase
end
endmodule
==> run.sh <==
#!/bin/bash
# OpenROAD 26Q1-2900-gdf79404cd8, Yosys 0.63+post, stock flow scripts
make -C /OpenROAD-flow-scripts/flow DESIGN_CONFIG=/design/flow/config.mk WORK_HOME=/design/flow/orfs finish
==> config.mk <==
export PLATFORM = sky130hd
export DESIGN_NAME = auto_Seller
export DESIGN_NICKNAME = auto_Seller
export VERILOG_FILES = /design/flow/design.v
export SDC_FILE = /design/flow/constraint.sdc
export NUM_CORES = 4
export LEC_CHECK = 1
export CORE_AREA = 10 10 70 70
export DIE_AREA = 0 0 80 80
==> constraint.sdc <==
current_design auto_Seller

set clk_period 2.2
set clk_io_pct 0.2

create_clock -name clk0 -period $clk_period [get_ports {clk}]

set non_clock_inputs [all_inputs -no_clocks]
set_input_delay [expr $clk_period * $clk_io_pct] -clock clk0 $non_clock_inputs
set_output_delay [expr $clk_period * $clk_io_pct] -clock clk0 [all_outputs]
==> metrics.cfg <==
[setup_path]
rrSetupSlack_ps = 1060
cp_max_fo = 2
cp.required_ps = 2330
r2r_cells = 4
worstPathArrival_ps = 1300
startpoint_type = primary input
worstSetupPathType = in2reg
endpoint_kind = flip-flop

[drt]
drt-initial-drc-count = 5
via_count = 404
antennaDiodeCount = 0
routedWlPerCell_um = 9.384
route.detailed.drc = 0
wl_mm = 1.173
drtPass1Iterations = 2
antenna_left = 0
via_per_inst = 3.232

[clock_tree]
cts_hold_buffers = 0
cts_tree = yes
clk_latency_ps = 230
cts.clk_slew.worst_paths_ps = 30
htreeDepth = 1
cts_buffers = 3
ctsLongestPathBuffers = 2
post-cts-setup-buffers = 0
cts_resized = 0
cts_root_buf = clkbuf_4

[die]
fp_util = 0.1853
core-area_um2 = 3416
die_h_um = 80
rows = 21
die-area_um2 = 6400
ios = 33
die_x_um = 80

[grt]
grt_use_total = 0.03243
grt_max_degree = 10
grt_pass1_wl_mm = 1.725
grt_remaining_overflow = 0
antenna_found_initial = 0
grt_pass1_vias = 413

[synth]
top_area_frac = 0.2134
synth-seq-cells = 14
synth-compound-area-share = 0.07905
ys_sh_mux = 0
ys_cells = 62
syn_area_per_cell_um2 = 10.21
fa_ha_area_frac = 0.1186
area_leaders = dlxtn_1 21%, buf_4 17%, ha_1 12%
ys_types = 23
yosys_area_um2 = 633.1
ys_top_logic_family = buffers and inverters
xor_share = 0.04150
syn_inst = 62
largest_area_cell = dlxtn_1
syn_area_um2 = 633.1
synth_warnings = 33
synthSimpleGateAreaFrac = 0.1680

[sta]
skew_ps = 1.838
finalSetupTns_ps = 0
slew_viol_final = 0
untimed_endpoints = 23
timing.final.crit_share = 0.5309
rsz0062_at_grt = no
unclocked_regs = 12
final-setup-viol-count = 0
finalHoldViolCount = 0
worst_slack_ps = 1032
finalCriticalPeriod_ps = 1168
fmax_mhz = 856.1

[pwr]
ir_drop_v = 0.0003783
power_w = 0.0005523
p_leak_nw = 0.3584
p_per_area_nw_per_um2 = 670.8

[cells_and_area]
drive_gt1_frac = 0.1392
area_growth_pct = 30.04
final_core_util = 0.2410

[run]
warnings = 31
drv_cap = 0

[status]
status = completed

[placement]
gp_congestion = 0.7614
hpwlAfterDp_mm = 1.019
portBuffers = 20
post-place-ws_ps = 776.7

[worst_hold_path]
min_path_type = in2async

## power breakdown
| part | internal (W) | switching [W] | total [W] |
|---|---|---|---|
| clock network | 0.0000603 | 0.0000224 | 0.0000827 |
| registers | 0.000201 | 0.0000314 | 0.000232 |
| logic | 0.000126 | 0.000111 | 0.000237 |
## final cells by class
type,instances,area [µm²]
Fill cell,381,2592
Timing Repair Buffer,20,200.2
Multi-Input combinational cell,39,299.0
Clock buffer,3,22.52
Tap cell,46,57.56
Sequential cell,14,232.7
Inverter,3,11.26
## critical path: stages
cell and delay, ps:
clkdlybuf4s50_1 420, o311ai_0 300, o21ai_0 140
## layout by cell type (no fill, tap or decap)
cell type        netlist  layout
xnor2_1                3       3
o21ba_1                1       1
o21a_1                 2       2
o311ai_0               1       1
or2_2                  1       1
nor3b_1                1       1
clkbuf_4               0       3
nor3b_4                1       1
dlxtn_1                9       9
and3_1                 1       1
ha_1                   6       6
nor2b_1                1       1
dfstp_2                2       2
dlxtp_1                3       3
clkdlybuf4s50_1        0      20
conb_1                 1      11
o21ai_0                2       2
nor2_1                 2       2
and2b_1                1       1
inv_1                  3       3
nor3b_2                3       3
a31oi_1                1       1
nor2b_2                1       1
## Yosys cell counts
cell type  number
buf_4          14
dlxtn_1         9
ha_1            6
dlxtp_1         3
inv_1           3
nor3b_2         3
xnor2_1         3
buf_6           2
dfstp_2         2
nor2_1          2
o21a_1          2
o21ai_0         2
a31oi_1         1
and2b_1         1
and3_1          1
conb_1          1
nor2b_1         1
nor2b_2         1
nor3b_1         1
nor3b_4         1
o21ba_1         1
o311ai_0        1
or2_2           1
## metrics by stage
stage                     hold WS [ps]  cells  cell area (µm²)
final                            540.9    125            823.3
after global routing             549.1    125            823.3
after CTS                        538.0    125            823.3
after detailed placement         557.5    122            800.8
after global placement           563.7    122            800.8
after floorplan                  351.5     72            670.6
## sequential cells by signal, summed over array words and instances, names as in the netlist, named ones only
register	cells
choose	3
out_coin	6
state	1
out_drink	3
## layer usage
layer,vias up,share of wire,global-route usage
met5,-,0,0
met4,0,0,0.007042
met3,0,0.17,0.02386
met2,25,0.37,0.04655
met1,169,0.47,0.03804
li1,210,-,-
## cells by family after synthesis
family,count (synthesis)
flops,2
xor+xnor,3
compound gates,7
buf+inv,19
fa+ha+maj,6
latches,12
other cells,1
simple gates,12
## worst max path at each step
stage            to    startpoint  slack (ps)
4_1_cts   flip-flop  in_choose[1]        1020
5_1_grt   flip-flop  in_choose[1]         930
6_report  flip-flop  in_choose[1]        1030
No activity file was given, so power comes from the tool's default toggle rates.
